$ cat flow/config.mk
export PLATFORM = sky130hd
export DESIGN_NAME = instruction_memory
export DESIGN_NICKNAME = instruction_memory
export VERILOG_FILES = /design/flow/design.v
export SDC_FILE = /design/flow/constraint.sdc
export NUM_CORES = 4
export LEC_CHECK = 1
export CORE_AREA = 10 10 72 72
export DIE_AREA = 0 0 82 82
$ cat flow/constraint.sdc
current_design instruction_memory

set clk_period 2.2
set clk_io_pct 0.2

create_clock -name clk0 -period $clk_period

set non_clock_inputs [all_inputs -no_clocks]
set_input_delay [expr $clk_period * $clk_io_pct] -clock clk0 $non_clock_inputs
set_output_delay [expr $clk_period * $clk_io_pct] -clock clk0 [all_outputs]
$ cat flow/design.v
module instruction_memory(read_address, instruction);
	parameter delay = 50;
	input [63:0]read_address;
	output [31:0]instruction;
	reg [7:0]memory[0:127];
	assign #delay instruction = {
	   memory[read_address + 3],
	   memory[read_address + 2],
	   memory[read_address + 1],
	   memory[read_address]
	};
	initial begin
		memory[0] <= 8'hE5;
		memory[1] <= 8'h03;
		memory[2] <= 8'h1F;
		memory[3] <= 8'h8B;
		memory[4] <= 8'hA4;
		memory[5] <= 8'h00;
		memory[6] <= 8'h40;
		memory[7] <= 8'hF8;
		memory[8] <= 8'h86;
		memory[9] <= 8'h00;
		memory[10] <= 8'h04;
		memory[11] <= 8'h8B;
		memory[12] <= 8'hA6;
		memory[13] <= 8'h10;
		memory[14] <= 8'h00;
		memory[15] <= 8'hF8;
	end
endmodule
$ cat flow/run.sh
#!/bin/bash
# OpenROAD 26Q1-2900-gdf79404cd8, Yosys 0.63+post, stock flow scripts
make -C /OpenROAD-flow-scripts/flow DESIGN_CONFIG=/design/flow/config.mk WORK_HOME=/design/flow/orfs finish
==> run_results.csv <==
group,metric,value,unit
outcome,run_status,"finished, violations left",
outcome,violations,"setup timing",
cells_and_area,final_common_cell,"buf_4",
setup_path,criticalPathCategory,"in -> out",
yosys,ys_area,798.3,µm²
sta,hold_viol,0,
floorplanning,initCoreUtil,21.64,%
sta,tightest_slew,301.5,ps
cells_and_area,clkbuf_count,0,
setup_path,cp.required,1760,ps
cells_and_area,syn_to_final_growth,135.9,%
route,vias,1125,
cells_and_area,design.seq.count,0,
yosys,synth.distinct_cells,34,
floorplanning,core,0.003689,mm²
cells_and_area,design_area,0.001883,mm²
yosys,yosysSeqAreaShare,0,%
setup_path,arrival,1900,ps
setup_path,worstSetupStartpointType,"input pin",
min_path,min_path_cells,4,
pwr,p_seq_share,0,%
yosys,top_area_share,23.51,%
pwr,p_per_area,249.8,mW/mm²
sta,maxSlewViolCount,0,
cells_and_area,nFillCells,313,
pwr,p_leak,0.9023,nW
grt,grt_pass1_vias,1093,
cells_and_area,instances_no_fill,240,
yosys,netlist_area,798.3,µm²
grt,met3_usage,1.762,%
pwr,ir_worst_vdd,0.0001356,V
floorplanning,std_cell_rows,22,
grt,grt.overflow.total,0,
min_path,hp-start,"read_address[2]",
flow_run,warnings,105,
sta,finalSetupViolCount,9,
cells_and_area,utilization,51.05,%
route,drc_errors,0,
sta,min_period,2336,ps
setup_path,setup.worst_path.start,"read_address[0]",
min_path,hold_path_class,"in -> out",
sta,maxSlewHeadroom,79.75,%
sta,rsz0062_at_grt,"true",
sta,fmax,428.1,MHz
placement,placed_cell_area,0.001410,mm²
yosys,synth.cellmix.compoundShare,23.67,%
sta,setup_slack,-135.7,ps
yosys,mux_share,18.97,%
yosys,ys_sh_xor,6.740,%
grt,grt.total_usage,10.00,%
sta,fin_crit_sh,106.2,%
route,routedWlPerCell,14.80,µm
pwr,pwr-share-clk,0,%
route,wl,3553,µm
cells_and_area,final_cell_mix,"buf_4, buf_6, dlygate4sd2_1",
route,diodes,0,
yosys,area_leaders,"ha_1, mux2i_1, o21ai_0",
route,drt-initial-drc-count,21,
yosys,netlist_logic_family_top,"AND-OR/OR-AND gates",
floorplanning,ios,96,
yosys,syn_inst,110,
placement,port_buffers,36,
setup_path,cp_max_fo,4,
grt,grt_max_degree,14,
route,first_pass_iters,4,
placement,dp.final_hpwl,2164,µm
yosys,synth-simple-area-share,17.24,%
grt,antenna_found_initial,0,
pwr,combPwrFrac,100.0,%
pwr,internal_power,0.0002860,W
yosys,adder_share,23.51,%
placement,place_congestion,0.8364,
yosys,yosys_warnings,1,
route,antenna_left,0,
grt,grt_pass1_wl,5526,µm
floorplanning,die_x,82,µm
cells_and_area,final_layout_size_suffix_gt1_share,58.85,%
yosys,syn_area_per_cell,7.257,µm²
pwr,p_sw,0.0001844,W
grt,use_met2,16.46,%
grt,top_usage_layer,"met2",
setup_path,crit_path_end_kind,"output pin",
sta,hold_ws,1284,ps
yosys,top_area_cell,"ha_1",
placement,dp.cells,215,
flow_run,cap_violations,0,
grt,use_met1,13.79,%
route,vias_per_cell,4.688,
floorplanning,die-area,0.006724,mm²
pwr,swShare,39.21,%
cells_and_area,seqCellArea,0,µm²
floorplanning,die_y,82,µm
yosys,synth_stat.cells,110,
[layout make-up]
cell class	instances	area, µm²	area share (%)
inverters	10	50.05	2.658
multi-input cells	92	970.9	51.56
well taps	48	60.06	3.189
repair buffers	90	802.0	42.59
[synth_stat cells, drive strengths merged]
| master | instances |
|---|---|
| nand2 | 8 |
| and3b | 1 |
| nor3 | 1 |
| nand2b | 1 |
| clkbuf | 6 |
| nor2 | 6 |
| nor4 | 1 |
| and2 | 1 |
| xor2 | 1 |
| or3 | 2 |
| o21a | 1 |
| xnor2 | 3 |
| nand3 | 5 |
| ha | 15 |
| a211oi | 1 |
| o22ai | 1 |
| inv | 10 |
| buf | 2 |
| a221o | 1 |
| a21boi | 2 |
| a21o | 3 |
| nor2b | 1 |
| o21ai | 12 |
| a31oi | 1 |
| a21oi | 8 |
| mux2i | 8 |
| or2 | 1 |
| mux2 | 6 |
| a32o | 1 |
[worst paths after layout]
| path | to | slack, ps |
|---|---|---|
| max | instruction[26] | -140 |
| min | instruction[0] | 1280 |
[stage by stage]
stage,worst slack (ps),setup TNS [ps],power [W]
2_1_floorplan,15.22,0,0.0001449
3_3_place_gp,-820.7,-20450,0.0003537
3_5_place_dp,-856.6,-21090,0.0003549
4_1_cts,-119.1,-307.5,0.0004365
5_1_grt,-180.5,-962.0,0.0005104
6_report,-135.7,-346.9,0.0004704
[per-layer routing]
layer,part of all wire (%),wire length [µm]
met5,0,0
met3,4.0,142
met2,49,1733
met1,46,1646
met4,0.87,31
[power by group through the flow]
stage                 clock network, W  logic [W]  registers [W]
final                                0   0.000470              0
after global routing                 0   0.000510              0
after CTS                            0   0.000436              0
[cells by family (layout without fill, tap and decap cells)]
family,after synthesis,count (layout)
buf+inv,18,100
mux,14,14
compound gates,31,31
fa+ha+maj,15,15
simple gates,28,28
xor+xnor,4,4
[critical path, stage by stage]
cell    delay (ps)
buf_8          100
buf_6          120
inv_6           50
ha_4           150
inv_4           40
ha_4           230
buf_4          140
buf_6          110
buf_6          100
mux2_4         290
buf_6          110
[timing repair]
action	4_1_cts	5_1_grt
setup endpoints to repair	32	18
setup buffers	22	9
hold endpoints to repair	0	0
gates cloned	0	0
hold buffers	0	0
pin swaps	19	23
gates resized	131	34
Power and IR drop assume default switching activity.
