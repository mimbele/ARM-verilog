<file path="design/flow/run.sh">
#!/bin/bash
# OpenROAD 26Q1-2900-gdf79404cd8, Yosys 0.63+post, stock flow scripts
make -C /OpenROAD-flow-scripts/flow DESIGN_CONFIG=/design/flow/config.mk WORK_HOME=/design/flow/orfs finish
</file>
<file path="design/flow/config.mk">
export PLATFORM = sky130hd
export DESIGN_NAME = pipeline_instruction_memory
export DESIGN_NICKNAME = pipeline_instruction_memory
export VERILOG_FILES = /design/flow/design.v
export SDC_FILE = /design/flow/constraint.sdc
export NUM_CORES = 4
export LEC_CHECK = 1
export CORE_AREA = 10 10 88 88
export DIE_AREA = 0 0 98 98
</file>
<file path="design/flow/constraint.sdc">
current_design pipeline_instruction_memory

set clk_period 2.7
set clk_io_pct 0.2

create_clock -name clk0 -period $clk_period

set non_clock_inputs [all_inputs -no_clocks]
set_input_delay [expr $clk_period * $clk_io_pct] -clock clk0 $non_clock_inputs
set_output_delay [expr $clk_period * $clk_io_pct] -clock clk0 [all_outputs]
</file>
<file path="design/flow/design.v">
module pipeline_instruction_memory(read_address, instruction);
	parameter delay = 50;
	input [63:0]read_address;
	output [31:0]instruction;
	reg [7:0]memory[0:127];
	assign #delay instruction = {
	   memory[read_address + 3],
	   memory[read_address + 2],
	   memory[read_address + 1],
	   memory[read_address]
	};
    integer i;
	initial 
	begin
	  	for(i = 0;i < 128; i = i + 1)
			memory[i] <= 0;
		memory[0] <= 8'hE5;
		memory[1] <= 8'h03;
		memory[2] <= 8'h1F;
		memory[3] <= 8'h8B;
		memory[16] <= 8'hA4;
		memory[17] <= 8'h00;
		memory[18] <= 8'h40;
		memory[19] <= 8'hF8;
		memory[32] <= 8'h86;
		memory[33] <= 8'h00;
		memory[34] <= 8'h04;
		memory[35] <= 8'h8B;
		memory[48] <= 8'hA6;
		memory[49] <= 8'h10;
		memory[50] <= 8'h00;
		memory[51] <= 8'hF8;
	end
endmodule    
</file>
==> Flow_metrics.wiki <==
== Metrics ==
{| class="wikitable"
! Metric !! Value
|-
| Run status || complete, but fails checks
|-
| Failing checks || negative setup slack
|-
| Max Clock Freq || 370 MHz
|-
| Cell count after synthesis || 199
|-
| Most frequent cells in the layout || 81 x sky130_fd_sc_hd__buf_4, 16 x sky130_fd_sc_hd__clkdlybuf4s50_1, 15 x sky130_fd_sc_hd__a21oi_1, 12 x sky130_fd_sc_hd__nand2_1, 12 x sky130_fd_sc_hd__buf_6
|-
| DR WL/cell || 15.4 µm
|-
| Combinational group share of total power || 1.000
|-
| Fraction of the yosys area taken by sequential cells || 0
|-
| Core Region || 0.00592 mm²
|-
| Worst IR drop on VDD || 62.7 µV
|-
| Max-Cap Viols || 0
|-
| Pre-placement core utilization || 0.237
|-
| Netlist cell types || 52
|-
| Dpl cell area || 0.00227 mm²
|-
| Antenna Cells || 0
|-
| Total die area || 0.00960 mm²
|-
| Type of element capturing the critical path || primary output
|-
| Fraction of layout cells with a size suffix above 1 || 0.527
|-
| Headroom to the max-slew limit || 0.748
|-
| Floorplan die width || 98 µm
|-
| Pre-CTS setup slack || -904 ps
|-
| Number of non-filler instances in the completed layout || 388
|-
| Startpoint of the worst setup timing path || read_address[2]
|-
| Overall routing resource usage || 0.109
|-
| Yosys cell count || 199
|-
| Hold-fix buffers, CTS || 0
|-
| Worst path bufs/invs || 4
|-
| Chip area from the yosys synthesis statistics || 0.00140 mm²
|-
| Max-slew violation count || 0
|-
| Power per Cell Area || 158 mW/mm²
|-
| Crit path capture || instruction[26]
|-
| Slowest cell on the critical path || sky130_fd_sc_hd__clkdlybuf4s50_1
|-
| Path category of the worst min-delay check || in2out
|-
| Gr ovfl total || 0
|-
| Final min period || 2700 ps
|-
| Most common logic cell in the routed design || sky130_fd_sc_hd__buf_4
|-
| Count of warnings emitted by yosys || 1
|-
| Largest net degree at the start of global routing || 13
|-
| Total via count after detailed routing || 1932
|-
| Slowest stage delay, CP || 470 ps
|-
| Average footprint of a synthesized cell || 7.05 µm²
|-
| Cell internal pwr || 0.245 mW
|-
| Number of clock buffer instances in the layout || 0
|-
| WS Path Type || in2out
|-
| Post-route fraction of the period consumed by the critical path || 1.00
|-
| Cell area leaders || sky130_fd_sc_hd__ha_1 14%, sky130_fd_sc_hd__a21oi_1 7.1%, sky130_fd_sc_hd__xnor2_2 5.8%
|-
| Hold Fails Final Rpt || 0
|-
| Top area contributor share || 0.143
|-
| Actual slew at the worst max-slew pin || 378 ps
|-
| Residual DRC count || 0
|-
| Number of primary I/O pins || 96
|-
| Area Growth Syn to Fin || 108%
|-
| Count of input and output buffers || 39
|-
| Post-detail-place hpwl || 4.04 mm
|-
| Starting DRT DRC Count || 104
|-
| Crit path max fanout || 5
|-
| Number of antenna violations at the first check in global routing || 0
|-
| Number of iterations in the first detailed-routing pass || 4
|-
| Final tally of setup violations || 1
|-
| Worst-path cell chain || buf_6, buf_6, ha_4, a21oi_2, xor2_1, nand4_2, buf_6, a21oi_2, clkdlybuf4s50_1
|-
| Utilization of the core after routing || 0.493
|-
| Cell accounting for the most synthesized area || sky130_fd_sc_hd__ha_1
|-
| Dominant cell type by count on the critical path || sky130_fd_sc_hd__buf_6
|-
| Flop pwr share || 0
|-
| Post-Synthesis Cell Area || 0.00140 mm²
|-
| Placer Congestion || 0.932
|-
| Number of OpenROAD warnings || 103
|-
| Levels on crit path || 9
|-
| Worst Setup Slack, final || -0.879 ps
|-
| Switching fraction of total power || 0.467
|-
| Sequential cells || 0
|-
| Leakage dissipation || 1.25 nW
|-
| FP Rows || 28
|-
| Detailed Route WL || 5.96 mm
|-
| Number of nets with antenna violations after detailed routing || 0
|-
| Filler Cell Count || 488
|-
| Data required time at the worst endpoint || 2160 ps
|-
| Power spent charging and discharging nets || 0.215 mW
|-
| Via count of the first global-routing pass || 1756
|-
| Layout Cell Area excl Fill || 0.00292 mm²
|-
| Sequential Area || 0 µm²
|-
| Average via count per standard cell || 4.98
|-
| Post-layout total power || 0.460 mW
|-
| Setup repair after global routing missed its margin || yes
|-
| Chip Height || 98 µm
|-
| Global-route wire length before repair || 9.12 mm
|-
| CP arrival || 2160 ps
|-
| Largest delay share family, worst path || buffers and inverters
|-
| Worst setup SP type || input port
|-
| Clock group share of total power || 0
|-
| Post-placement cell count || 362
|}
==> cell families (layout without fill, tap and decap cells) <==
| kind of cell | Yosys count | in the layout | share of synthesized area |
|---|---|---|---|
| buffers and inverters | 26 | 140 | 0.106 |
| adders and majority gates | 16 | 16 | 0.143 |
| muxes | 1 | 1 | 0.00802 |
| AOI/OAI and AO/OA | 58 | 58 | 0.266 |
| xor gates and xnor gates | 15 | 15 | 0.131 |
| and+or+nand+nor | 83 | 83 | 0.346 |
==> power groups by stage <==
stage | logic [mW] | clock network, mW | registers (mW)
finish | 0.460 | 0 | 0
global route | 0.494 | 0 | 0
CTS | 0.419 | 0 | 0
==> Yosys cell counts (2+ instances only) <==
| cell | number |
|---|---|
| sky130_fd_sc_hd__nand2_1 | 14 |
| sky130_fd_sc_hd__xnor2_2 | 5 |
| sky130_fd_sc_hd__clkbuf_1 | 4 |
| sky130_fd_sc_hd__nor3_1 | 6 |
| sky130_fd_sc_hd__a31oi_1 | 5 |
| sky130_fd_sc_hd__nand3_1 | 13 |
| sky130_fd_sc_hd__ha_1 | 16 |
| sky130_fd_sc_hd__o211ai_1 | 2 |
| sky130_fd_sc_hd__or3_1 | 4 |
| sky130_fd_sc_hd__nor2_1 | 14 |
| sky130_fd_sc_hd__buf_2 | 4 |
| sky130_fd_sc_hd__inv_1 | 8 |
| sky130_fd_sc_hd__nand4_1 | 3 |
| sky130_fd_sc_hd__nand3_2 | 2 |
| sky130_fd_sc_hd__nor2b_1 | 2 |
| sky130_fd_sc_hd__buf_4 | 6 |
| sky130_fd_sc_hd__buf_6 | 3 |
| sky130_fd_sc_hd__a32oi_1 | 2 |
| sky130_fd_sc_hd__o21ai_0 | 9 |
| sky130_fd_sc_hd__nand3b_1 | 6 |
| sky130_fd_sc_hd__a21oi_1 | 20 |
| sky130_fd_sc_hd__a311oi_1 | 4 |
| sky130_fd_sc_hd__nand2b_1 | 8 |
| sky130_fd_sc_hd__xnor2_1 | 7 |
| sky130_fd_sc_hd__xor2_2 | 2 |
| sky130_fd_sc_hd__o21ai_1 | 4 |
==> worst min-delay path, cell delays in order <==
cell and delay, ps:
sky130_fd_sc_hd__buf_6 100, sky130_fd_sc_hd__buf_4 150, sky130_fd_sc_hd__or3_1 120, sky130_fd_sc_hd__a31oi_1 70
sky130_fd_sc_hd__buf_2 100
==> routing by layer <==
| metal | vias to the layer above | part of all wire | global-route usage |
|---|---|---|---|
| met5 | - | 0 | 0 |
| met4 | 0 | 0.012 | 0.0112 |
| met3 | 6 | 0.035 | 0.00996 |
| met2 | 29 | 0.47 | 0.181 |
| met1 | 936 | 0.48 | 0.153 |
| li1 | 961 | - | - |
==> final cells by class <==
cell class	instances	area (µm²)	area share
Inverter	9	43.8	0.0150
Tap cell	75	93.8	0.0322
Timing Repair Buffer	131	1120	0.383
Multi-Input combinational cell	173	1660	0.570
==> metrics by stage <==
step / hold slack, ps / TNS, ps
CTS: 1640 / -134
global placement: 2280 / -21110
finish: 1610 / -0.879
global route: 1650 / -406
detailed placement: 2280 / -21380
floorplan: 1240 / 0
==> worst min path at each step <==
stage,start,endpoint,slack [ps],depth (start not counted)
final,read_address[0],instruction[28],1610,5
after global routing,read_address[0],instruction[28],1650,5
after CTS,read_address[0],instruction[28],1640,5
==> timing repair <==
item,4_1_cts,5_1_grt
gates resized,106,31
buffers inserted,19,6
pin swaps,27,17
setup endpoints to repair,32,21
gates cloned,1,0
Power figures rest on the tool's default switching activity, not on a simulated workload.
