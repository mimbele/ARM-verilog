**run.sh**
```bash
#!/bin/bash
# OpenROAD 26Q1-2900-gdf79404cd8, Yosys 0.63+post, stock flow scripts
make -C /OpenROAD-flow-scripts/flow DESIGN_CONFIG=/design/flow/config.mk WORK_HOME=/design/flow/orfs finish
```
**constraint.sdc**
```tcl
current_design register_bank

set clk_period 13.8
set clk_io_pct 0.2

create_clock -name clk0 -period $clk_period [get_ports {clk}]

set non_clock_inputs [all_inputs -no_clocks]
set_input_delay [expr $clk_period * $clk_io_pct] -clock clk0 $non_clock_inputs
set_output_delay [expr $clk_period * $clk_io_pct] -clock clk0 [all_outputs]
```
**config.mk**
```make
export PLATFORM = sky130hd
export DESIGN_NAME = register_bank
export DESIGN_NICKNAME = register_bank
export VERILOG_FILES = /design/flow/design.v
export SDC_FILE = /design/flow/constraint.sdc
export NUM_CORES = 4
export LEC_CHECK = 1
export CORE_UTILIZATION = 30
```
**design.v**
```verilog
module register_bank(clk, read_register1, read_register2, write_register, write_data, write, read_data1, read_data2);
	parameter delay = 50;
	input clk;
	input [4:0] read_register1;
	input [4:0] read_register2;
	input [4:0] write_register;
	input [63:0] write_data;
	input write;
	output [63:0] read_data1;
	output [63:0] read_data2;
	reg [63:0] registers [0:31];
	assign #delay read_data1 = registers[read_register1];
	assign #delay read_data2 = registers[read_register2];
	integer i;
	initial begin: initial_reset
		for(i = 0; i < 32; i = i + 1) begin: initial_reset_for
			registers[i] = i;
		end
	end
	always @(posedge clk)begin
		if(write==1'b1)begin
			#delay registers[write_register] <= write_data;
		end
	end
endmodule
```
==> job_summary.md <==
### Flow metrics

| Metric | Value |
|---|---|
| Post-layout worst setup margin | `3.70 ns` |
| Largest net degree at the start of global routing | `83` |
| Worst VDD drop | `0.116 mV` |
| Root buffer cell | `clkbuf_16` |
| Final min period | `10.10 ns` |
| EDFF count, synth | `2048` |
| Reg area | `61500 um2` |
| Setup TNS | `0 ns` |
| Vias per inst | `5.59` |
| Post-route ant nets | `0` |
| DR vias | `50000` |
| Post-synth design cell area | `94100 um2` |
| HPWL Detailed | `172 mm` |
| Worst Path Arrival | `7.34 ns` |
| I/O Pins | `209` |
| Tool Warnings | `26` |
| Max-cap viol count | `0` |
| Drt total wl | `301 mm` |
| F_max | `99.0 MHz` |
| Synth flops | `2048` |
| Drc violations | `0` |
| Chip Area, Yosys | `94100 um2` |
| Startpoint types | `input pin` |
| Critical Path RT | `11.04 ns` |
| Max-Slew Margin vs Limit | `31.9%` |
| Vias in the first global route | `57400` |
| Core area | `312000 um2` |
| GP Congestion | `0.854` |
| Fraction of layout instances using a drive strength above 1 | `35.6%` |
| Placed insts | `8582` |
| Yosys cell count | `4313` |
| Hold Violations, Final | `0` |
| Most numerous logic cells after layout | `edfxtp_1, mux4_2, mux2i_1` |
| Syn avg cell area | `21.8 um2` |
| Initial antenna violation count | `25` |
| Fillers | `28500` |
| PD cells | `128 nW/um2` |
| Syn Inst Count | `4313` |
| Critical path capture point type | `output port` |
| Leakage | `33.9 nW` |
| Logic area | `31100 um2` |
| Die H | `562 um` |
| Run status | `complete, no violations` |
| Die Size | `316000 um2` |
| Crit share post-route | `73.2%` |
| Port Buffers | `208` |
| Hold-fix buffers, CTS | `0` |
| Pre-Place Util | `30.2%` |
| Worst slack at placement | `3.68 ns` |
| Registers with the most flip-flops | `registers x2048` |
| Slew @ Worst Pin | `1.02 ns` |
| CTS max path bufs | `4` |
| CTS buffer count | `203` |
| Gr usage total | `20.6%` |
| First-pass GRT wire length | `426 mm` |
| Grt ovf | `0` |
| Main synth FF type | `edfxtp_1` |
| Worst min-delay path category | `in2reg` |
| Setup Fix Bufs, Post-CTS | `0` |
| CP Class | `in2out` |
| Routed len/inst | `33.6 um` |
| TritonRoute pass-1 iters | `5` |
| Setup violators final | `0` |
| Non-Filler Instances | `8949` |
| Final Slew Violations | `0` |
| Top cell excl fill/tap | `edfxtp_1` |
| RSZ-0062 raised after global routing | `no` |
| CTS tree | `done` |
| CTS-repair resized insts | `0` |
| Synthesis Warnings | `1` |
| Reg with most FFs | `registers` |
| Crit-path max FO | `62` |
| Clk slew on worst S/H paths | `0.07 ns` |
| Yosys cell types | `38` |
| Async S/R FF share, synth | `0%` |
| Post-synth seq share | `65.4%` |
| Layout area overhead | `15.7%` |
| CTS H-tree lvls | `4` |
| Core Rows | `205` |
| Drt initial violations | `3232` |
| Die Wd | `562 um` |
| Max reg flops | `2048` |
| Clock sinks | `2048` |
[worst max-delay path, stage by stage]
cell	delay (ns)
buf_8	0.38
buf_4	0.65
buf_4	0.62
buf_4	0.62
mux4_2	0.32
nand2_1	0.06
a32o_1	0.30
a221oi_1	0.73
buf_4	0.23
clkdlybuf4s50_1	0.46
[final timing paths]
path	startpoint	end	slack (ns)	depth (start not counted)
min	write_data[42]	registers[3][42]	2.71	2
max	read_register2[1]	read_data2[35]	3.70	10
[Yosys cell counts (33+ instances only)]
master	count	area share, %
a221oi_1	93	0.87
a22o_1	33	0.31
a32o_1	38	0.40
buf_1	41	0.16
buf_2	129	0.69
buf_4	75	0.60
clkbuf_1	92	0.37
edfxtp_1	2048	65
mux2_2	56	0.67
mux2i_1	362	3.9
mux4_2	1039	25
nand2_1	87	0.35
nor2_1	46	0.18
o22ai_1	38	0.25
[power breakdown]
group / total (mW) / internal [mW] / switching (mW)
sequential: 6.95 / 6.92 / 0.0301
combinational: 1.24 / 0.564 / 0.674
clock: 5.74 / 3.35 / 2.39
total: 13.9 / 10.8 / 3.09
[per-stage QoR]
step	util [%]	power, mW	hold slack, ns	instance area, um2
floorplan	-	7.77	2.86	94100
global placement	32.7	8.33	3.59	102000
detailed placement	32.7	8.33	3.59	102000
CTS	34.9	14.0	2.67	109000
global route	34.9	14.3	2.71	109000
finish	34.9	13.9	2.71	109000
[cell type report]
class                           count  area share, %
Inverter                            1         0.0103
Timing Repair Buffer              476           3.99
Clock inverter                    131           1.37
Clock buffer                      228           4.81
Sequential cell                  2048           56.5
Tap cell                         4140           4.76
Multi-Input combinational cell   1917           28.6
Antenna cell                        8         0.0184
[routing by layer]
| layer | vias to the layer above | GRT usage, % | wire, um |
|---|---|---|---|
| li1 | 19900 | - | - |
| met1 | 25400 | 20.5 | 87500 |
| met2 | 4054 | 30.9 | 141000 |
| met3 | 588 | 18.7 | 60900 |
| met4 | 36 | 5.56 | 10300 |
| met5 | - | 1.81 | 891 |
[logic make-up (layout without fill, tap and decap cells)]
group | after synthesis | after routing | synth area share [%]
flip-flops | 2048 | 2048 | 65.4
multiplexers | 1457 | 1457 | 29.4
buffers and inverters | 348 | 836 | 1.94
AND-OR/OR-AND | 276 | 276 | 2.44
AND/OR/NAND/NOR | 184 | 184 | 0.880
other | 0 | 8 | 0
Power and IR drop assume default switching activity.
